==> flow/design.v <==
package typedefs;
    typedef enum logic [2:0] {
        HLT,
        SKZ,
        ADD,
        AND,
        XOR,
        LDA,
        STO,
        JMP
    } opcode_t;
    typedef enum logic [2:0] {
        INST_ADDR,
        INST_FETCH,
        INST_LOAD,
        IDLE,
        OP_ADDR,
        OP_FETCH,
        ALU_OP,
        STORE
    } state_t;
endpackage
module  mem (
    input   logic   clk,
    input   logic   read,
    input   logic   write,
    input   logic   [4:0]   addr,
    input   logic   [7:0]   data_in,
    output  logic   [7:0]   data_out
    );
    logic   [7:0]   memory  [0:31];
    always_ff @(posedge clk) begin
        if  (write == 1) begin
            memory [addr]  <=   data_in;
        end
        if  (read == 1) begin
            data_out    <=   memory [addr];
        end
    end
endmodule
==> flow/run.sh <==
#!/bin/bash
# OpenROAD 26Q1-2900-gdf79404cd8, Yosys 0.63+post, stock flow scripts
make -C /OpenROAD-flow-scripts/flow DESIGN_CONFIG=/design/flow/config.mk WORK_HOME=/design/flow/orfs finish
==> flow/config.mk <==
export PLATFORM = sky130hd
export DESIGN_NAME = mem
export DESIGN_NICKNAME = mem
export VERILOG_FILES = /design/flow/design.v
export SDC_FILE = /design/flow/constraint.sdc
export NUM_CORES = 4
export LEC_CHECK = 1
export CORE_UTILIZATION = 40
==> flow/constraint.sdc <==
current_design mem

set clk_period 1.8
set clk_io_pct 0.2

create_clock -name clk0 -period $clk_period [get_ports {clk}]

set non_clock_inputs [all_inputs -no_clocks]
set_input_delay [expr $clk_period * $clk_io_pct] -clock clk0 $non_clock_inputs
set_output_delay [expr $clk_period * $clk_io_pct] -clock clk0 [all_outputs]
==> flow_summary.yaml <==
# generated from flow reports
floorplan:
  fp-utilization_pct: 40.8
  core_um2: 25200
  fp.dieW_um: 162
  chip_area_um2: 26400
  ios: 24
  die_h_um: 162
  num_rows: 58
grt:
  grt_overflow: 0
  grt_pass1_wl_um: 35300
  grt_max_degree: 33
  antenna_found_initial: 0
  busiest_layer: "met2"
  groute.usage.overall_pct: 19.9
  grt_pass1_vias: 5859
  met1_usage_pct: 29.8
  grt_use_met2_pct: 32.0
  grtUsageMet3_pct: 6.18
logic_synthesis:
  synthCells: 576
  yosysUniqueCellTypes: 23
  ys_seq_elements: 264
  ys_cells: 576
  yosys_warnings: 1
  yosys-top-cells-count: "edfxtp_1 (264), mux2i_1 (128), o22ai_1 (63)"
  syn-cell-area_um2: 10300
  synth-area-yosys_um2: 10300
  ys_seq_share_pct: 77.1
  top_area_share_pct: 77.1
  ff_type: "edfxtp_1"
  synth-edff-count: 264
  top_cells_by_area: "edfxtp_1 (77%), mux2i_1 (12%), o22ai_1 (3.8%), buf_2 (1.1%), nor2_1 (1.1%)"
  postSynthAreaPerCell_um2: 17.9
  postSynth.asyncResetShare_pct: 0
  top_area_cell: "edfxtp_1"
  synth.most_common_cell: "edfxtp_1"
min_path:
  hold_class: "input port to flop"
clock_tree:
  clk_path_buf_depth: 3
  clkSinkCount: 264
  cts_tree: "built"
  h-tree-depth: 1
  cts.clk_slew.worst_paths_ps: 60
  cts-root-buf: "clkbuf_16"
  clock_latency_ps: 520
  cts_setup_buffers: 0
  cts_buffers: 26
drt:
  dr.pass1.iters: 4
  route.detailed.drc: 0
  wl_per_cell_um: 22.1
  wirelength_um: 23200
  via_per_inst: 5.36
  diodes: 0
  vias: 5613
  ant_nets: 0
  drt_iter0_markers: 380
worst_setup_path:
  crit_chain: "clkdlybuf4s50_1"
  slowest_stage: "clkdlybuf4s50_1"
  critPathRequiredTime_ps: 1440
  cp_top_family: "buffers and inverters"
  worstSetupPathType: "flop to output port"
  crit_path_start_kind: "flop"
  path_max_fanout: 1
  cp.arrival_ps: 1380
  cp-end-kind: "output port"
  worst-path-buf-inv: 1
  max_stage_delay_ps: 500
finish:
  num-fill-cells: 1929
  final_layout_size_suffix_gt1_share_pct: 28.0
  fin_util_pct: 51.7
  area_growth_pct: 26.5
final_timing:
  setup_slack_ps: 64.5
  max_slew_margin_pct: 69.9
  finalClockPeriodUsage_pct: 96.4
  fin_crit_ps: 1740
  setup_viol: 0
  max_freq_ghz: 0.576
  rsz0062_at_grt: "no"
  tightest_slew_ps: 448
  whs_ps: 649
  skew_ps: 7.69
  final_max_slew_viol_count: 0
  finalHoldViolCount: 0
power_and_ir_drop:
  powerDensity_nw_per_um2: 977
  peakVddDrop_mv: 0.418
  p_total_uw: 12700
  leakage_uw: 0.00457
run:
  max_cap_violations: 0
  warnings: 27
status:
  status: "completed"
placed_design:
  portBuffers: 23
  post-place-ws_ps: -808
  place.gp.congestion: 0.899
  hpwl_um: 15300
==> cell families (layout without fill, tap and decap cells) <==
group	Yosys count	count (layout)	share of synthesized area (%)
and+or+nand+nor	85	85	4.82
muxes	128	128	12.5
buffers and inverters	35	176	1.70
AOI/OAI and AO/OA	64	64	3.95
DFF	264	264	77.1
==> layer usage <==
metal	part of all wire (%)	up-vias
met4	2.0	0
met5	0	-
met2	50	214
li1	-	2583
met1	40	2783
met3	7.6	33
==> cell usage in the layout (no fill, tap or decap), drive strengths merged, types with 2 or more instances in the layout <==
cell / Yosys / layout
clkinv: 0 / 12
clkbuf: 9 / 34
nor4: 16 / 16
dlygate4sd2: 0 / 4
nand3b: 4 / 4
nor3: 4 / 4
nor2: 29 / 29
o22ai: 64 / 64
clkdlybuf4s50: 0 / 15
or4b: 4 / 4
edfxtp: 264 / 264
nand4bb: 5 / 5
buf: 26 / 105
nand2: 10 / 10
mux2i: 128 / 128
dlymetal6s2s: 0 / 3
nand3: 2 / 2
or3b: 3 / 3
nand4b: 4 / 4
==> flip-flops by register name (all words and copies together) (netlist names) <==
signal	count
memory	256
data_out	8
==> final timing paths <==
path	start	end	slack, ps	cells past startpoint
max reg2reg	memory[19][3]$_DFFE_PP_	data_out[3]$_DFFE_PP_	180	4
max	data_out[7]$_DFFE_PP_	data_out[7]	60	1
min reg2reg	memory[4][6]$_DFFE_PP_	data_out[6]$_DFFE_PP_	770	4
min	addr[0]	memory[15][4]$_DFFE_PP_	650	5
==> what timing repair did <==
| action | in CTS | in global routing |
|---|---|---|
| endpoints found under the hold margin | 0 | 0 |
| pin swaps | 3 | 4 |
| gates cloned | 1 | 1 |
| hold buffers | 0 | 0 |
| gates resized | 21 | 13 |
| endpoints found under the setup margin | 10 | 57 |
==> power breakdown <==
part | switching (uW) | internal [uW] | total [uW]
Combinational | 459 | 382 | 842
Clock | 2110 | 2870 | 4980
Sequential | 30.2 | 6860 | 6890
Total | 2600 | 10100 | 12700
==> stage by stage <==
stage | area (um2) | instances | setup TNS, ps
after floorplan | 10500 | 576 | -10050
after global routing | 13000 | 1047 | 0
final | 13000 | 1047 | 0
after detailed placement | 12000 | 998 | -95200
after CTS | 12900 | 1046 | -8.06
after global placement | 12000 | 998 | -95170
==> area by class of cell <==
cell class	count	area (um2)	area share [%]
clock buffer	33	698	5.36
tap	330	413	3.17
clock inverter	14	92.6	0.711
sequential	264	7930	60.9
multi-input combinational	277	2530	19.4
timing repair buffer	129	1360	10.4
Power is estimated from default activity; no workload was simulated.
