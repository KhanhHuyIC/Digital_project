$ cat /design/flow/constraint.sdc
current_design register

set clk_period 1.0
set clk_io_pct 0.2

create_clock -name clk0 -period $clk_period [get_ports {clk}]

set non_clock_inputs [all_inputs -no_clocks]
set_input_delay [expr $clk_period * $clk_io_pct] -clock clk0 $non_clock_inputs
set_output_delay [expr $clk_period * $clk_io_pct] -clock clk0 [all_outputs]
$ cat /design/flow/run.sh
#!/bin/bash
# OpenROAD 26Q1-2900-gdf79404cd8, Yosys 0.63+post, stock flow scripts
make -C /OpenROAD-flow-scripts/flow DESIGN_CONFIG=/design/flow/config.mk WORK_HOME=/design/flow/orfs finish
$ cat /design/flow/design.v
package typedefs;
    typedef enum logic [2:0] {
        HLT,
        SKZ,
        ADD,
        AND,
        XOR,
        LDA,
        STO,
        JMP
    } opcode_t;
    typedef enum logic [2:0] {
        INST_ADDR,
        INST_FETCH,
        INST_LOAD,
        IDLE,
        OP_ADDR,
        OP_FETCH,
        ALU_OP,
        STORE
    } state_t;
endpackage
`timescale 1ns/1ns
module register (
    input   wire    clk,
    input   wire    rst_,
    input   wire    enable,
    input   wire   [7:0] data,     
    output  reg    [7:0]   out
    );
    always_ff @(posedge clk or negedge rst_) begin
        if (!rst_) begin
            out    <=  '0;
        end else begin
            if (enable) begin
                out <= data;
            end else begin
                out <= out;
            end
        end
    end
endmodule
$ cat /design/flow/config.mk
export PLATFORM = sky130hd
export DESIGN_NAME = register
export DESIGN_NICKNAME = register
export VERILOG_FILES = /design/flow/design.v
export SDC_FILE = /design/flow/constraint.sdc
export NUM_CORES = 4
export LEC_CHECK = 1
export CORE_AREA = 10 10 70 70
export DIE_AREA = 0 0 80 80
==> run summary <==
Global-route wire length before repair: 1450 um
Max-Slew Margin vs Limit: 0.761
Sequential share of the synthesized area: 0.604
Avg WL per Cell: 10.8 um
Peak clock frequency supported by timing: 1020 MHz
Number of remaining DRC errors: 0
Number of cells in Yosys stat: 17
Tool warnings: 29
First-pass DRT Iterations: 2
Ys Warns: 1
Vias: 244
Floorplan die area: 0.00640 mm^2
Reg-to-reg critical path startpoint: out[2]
Capturing element type of the critical path: flip-flop
Commonest non-fill, non-tap cells in the layout: 9 x sky130_fd_sc_hd__clkdlybuf4s50_1, 8 x sky130_fd_sc_hd__mux2_4, 8 x sky130_fd_sc_hd__dfrtp_1, 8 x sky130_fd_sc_hd__buf_2, 6 x sky130_fd_sc_hd__buf_4
Registers with the most flip-flops: out x8
Power share of the sequential group: 0.466
Count of antenna-violating nets left after detailed routing: 0
Total clock buffers created by CTS: 3
CTS tree: built
Mean cell area of the mapped netlist: 19.5 um^2
Clock network fraction of design power: 0.313
Hold violation total from the final report: 0
Setup crit start kind: flip-flop
Post-place setup slack: -304 ps
Switch share: 0.214
Static leakage power: 0.000283 uW
Number of cells produced by synthesis: 17
Yosys stat chip area: 332 um^2
Registers, synthesis: 8
Clock root cell: sky130_fd_sc_hd__clkbuf_4
Final worst path period share: 0.984
Final slew viol count: 0
CTS clk-pin slew, worst paths: 60 ps
Total power density per cell area: 1320 mW/mm^2
Register containing the most flip-flops in the final layout: out
DIE HEIGHT: 80 um
# port buffers: 18
Area of the core: 0.00342 mm^2
Total of max-cap violations: 0
Post-synthesis to final-layout area growth: 82.3%
HP Class: in2async
Number of rows in the core area: 21
Hold bufs inserted after CTS: 0
Layout cell share with drive strength beyond 1: 0.591
Cell area after synthesis: 332 um^2
Maximum number of pins on one net before global-route repair: 9
Aggregate global routing overflow: 0
PnR worst setup slack: 15.9 ps
Total net switching power: 171 uW
CTS Sinks: 8
Clock network latency to the later pin of the worst-skew pair: 250 ps
RSZ-0062 raised after global routing: true
Weighted congestion reported at the end of routability-driven placement: 0.752
Antenna diodes: 0
CP Data Arrival Time: 1130 ps
Accumulated negative setup slack: 0 ps
Critical setup path kind: reg2reg
Number of cells traversed by the worst register-to-register path: 3
Final critical path time including I/O delays and setup: 984 ps
Comb gate area: 120 um^2
Maximum vdd ir drop: 461 uV
Fillers: 386
Actual transition at the worst max-transition pin: 358 ps
Setup skew after layout: 0 ps
Worst setup startpoint: out[2]
Distinct cell type count of the synthesized netlist: 3
Sum of routed wire length over all layers: 975 um
Int Power: 628 uW
Initial DRC Count: 5
Antenna violations before repair: 0
Total I/O pin count: 19
Data required time of the worst path: 1140 ps
Flip-flop count of the largest register after layout: 8
Overall global routing resource usage: 0.0314
Most frequent logic cell in the layout: sky130_fd_sc_hd__clkdlybuf4s50_1
Power share of the combinational group: 0.221
Number of buffers on the longest clock path: 2
Endpoint of the most critical register-to-register path: out[2]
Sequential Area: 200 um^2
Run status: completed
Vias per cell: 2.71
Final setup violating endpoints: 0
Number of global-route vias before repair: 259
Die outline width: 80 um
Max Fanout on Critical Path: 2
Share of the core filled by cells before placement: 0.0971
H-tree Lvls: 1
Register-to-Register Setup Slack: 20 ps
logic make-up after synthesis:
| family | count (synthesis) | share of synthesized area |
|---|---|---|
| multiplexers | 8 | 0.362 |
| buffers and inverters | 1 | 0.0340 |
| flip-flops | 8 | 0.604 |
worst max path at each step:
stage         to  slack [ps]  cells after the start
4_1_cts   out[2]          10                      3
5_1_grt   out[2]          -6                      3
6_report  out[2]          20                      3
through the flow:
| step | total power (uW) | std cells | utilization | cell area (um^2) | hold slack (ps) |
|---|---|---|---|---|---|
| global placement | 574 | 84 | 0.176 | 601 | 501 |
| finish | 799 | 90 | 0.177 | 604 | 216 |
| CTS | 814 | 90 | 0.177 | 604 | 223 |
| global route | 847 | 90 | 0.177 | 604 | 232 |
| detailed placement | 575 | 84 | 0.176 | 601 | 498 |
| floorplan | 432 | 17 | - | 332 | -95.6 |
cell usage after synthesis (all sizes together):
cell,count,share of area
mux2,8,0.36
buf,1,0.034
dfrtp,8,0.60
routing by layer:
metal / share of wire / track usage
met1: 0.47 / 0.0405
met2: 0.38 / 0.0385
met3: 0.15 / 0.0284
met4: 0 / 0.00352
met5: 0 / 0
critical path, stage by stage, from the launching register on:
cell,delay [ps]
sky130_fd_sc_hd__dfrtp_1,370
sky130_fd_sc_hd__buf_4,130
sky130_fd_sc_hd__buf_4,120
sky130_fd_sc_hd__mux2_4,250
final cells by class:
| cell class | count | share of cell area |
|---|---|---|
| clock buffer | 3 | 0.0373 |
| timing repair buffer | 25 | 0.337 |
| sequential | 8 | 0.331 |
| tap | 46 | 0.0952 |
| multi-input combinational | 8 | 0.199 |
power groups by stage:
stage,Clock [uW],Sequential (uW),Combinational [uW]
6_report,250,372,177
4_1_cts,260,373,181
5_1_grt,280,375,191
repair_timing:
action,in CTS,in global routing
pin swaps,0,0
setup endpoints to repair,16,1
resized,26,0
buffers inserted,3,0
Power is estimated from default activity; no workload was simulated.
